--- flow/design.v ---
module mux2to1_MEM(clk,busB,immOut,AluSrc,busOut);
input clk;
input [31:0] busB;
input [31:0] immOut;
input AluSrc;
output reg [31:0] busOut;
always@(posedge clk)
begin
	busOut=AluSrc?immOut:busB;
end
endmodule
--- flow/run.sh ---
#!/bin/bash
# OpenROAD 26Q1-2900-gdf79404cd8, Yosys 0.63+post, stock flow scripts
make -C /OpenROAD-flow-scripts/flow DESIGN_CONFIG=/design/flow/config.mk WORK_HOME=/design/flow/orfs finish
--- flow/config.mk ---
export PLATFORM = sky130hd
export DESIGN_NAME = mux2to1_MEM
export DESIGN_NICKNAME = mux2to1_MEM
export VERILOG_FILES = /design/flow/design.v
export SDC_FILE = /design/flow/constraint.sdc
export NUM_CORES = 4
export LEC_CHECK = 1
export CORE_AREA = 10 10 111 111
export DIE_AREA = 0 0 121 121
--- flow/constraint.sdc ---
current_design mux2to1_MEM

set clk_period 1.0
set clk_io_pct 0.2

create_clock -name clk0 -period $clk_period [get_ports {clk}]

set non_clock_inputs [all_inputs -no_clocks]
set_input_delay [expr $clk_period * $clk_io_pct] -clock clk0 $non_clock_inputs
set_output_delay [expr $clk_period * $clk_io_pct] -clock clk0 [all_outputs]
==> impl_metrics.tcl <==
# metrics dict for downstream scripts
set metrics [dict create \
    register_area_um2 655.6 \
    pre_cts_ws_ns -0.03106 \
    drive_above_1_share_pct 46.51 \
    syn_to_final_growth_pct 94.09 \
    holdPathStages 3 \
    grt_pass1_wl_mm 5.782 \
    gp_congestion 0.7764 \
    whs_ns 0.4003 \
    layout_top_cell "clkdlybuf4s50_1" \
    finalPower_mw 3.239 \
    synthCells 68 \
    dieWidth_um 121 \
    vias_per_cell 2.895 \
    io_buffers 97 \
    yosysWarnings 1 \
    die_h_um 121 \
    clkTransAtPathRegs_ns 0.07 \
    finalWorstSetupSlack_ns 0.03919 \
    fmax_mhz 1041 \
    synth.distinct_cells 5 \
    whs_endpoint "busOut[29]" \
    yosysCellCount 68 \
    cts-root-buf "clkbuf_8" \
    critPathMaxStageDelay_ns 0.32 \
    totalWireLength_mm 3.866 \
    grt_use_total_pct 5.034 \
    first_pass_iters 2 \
    drc 0 \
    synth_seq_share_pct 54.07 \
    syn_area_mm2 0.001185 \
    first_global_vias 992 \
    clock_path_buffers 2 \
    largest_reg_flops 32 \
    slew_violations 0 \
    cts_tree "yes" \
    worstPathMaxFanout 1 \
    cp.arrival_ns 0.76 \
    drt_iter0_markers 25 \
    tns_ns 0 \
    syn_area_per_cell_um2 17.42 \
    post_drt_wl_per_cell_um 12.68 \
    antenna_found_initial 0 \
    row_count 36 \
    min-delay-start "AluSrc" \
    grt_max_degree 18 \
    layout_top_cells "clkdlybuf4s50_1, mux2_4, dfxtp_1, clkbuf_2, dfxtp_2" \
    cts_buffers 5 \
    log.warning_count 25 \
    min_period_ns 0.9608 \
    ys_ff 32 \
    rsz0062_at_grt "no" \
    ir_drop_mv 0.5518 \
    final_util_pct 23.31 \
    cap_viol_max_count 0 \
    core_area_mm2 0.009864 \
    chipArea_mm2 0.01464 \
    combGateArea_um2 473.0 \
    overflow 0 \
    vias 883 \
    finalSetupViolations 0 \
    h-tree-depth 2 \
    worstPathCellList "clkdlybuf4s15_1" \
    hp-class "in -> reg" \
    max_slew_margin_pct 90.25 \
    clkSinkCount 32 \
    p_leak_nw 0.9909 \
    hold_viol_final 0 \
    powerDensity_mw_per_mm2 1408 \
    start_kind "register" \
    ys_area_mm2 0.001185 \
    worst_slew_pin_slew_ns 0.1463 \
    fillers 1033 \
    crit_required_ns 0.80 \
    end_kind "output port" \
    final_antenna_net_count 0 \
    crit_buf_inv 1 \
    io_pins 98 \
    fp-utilization_pct 12.01 \
    antenna_cells 0 \
    worstSetupPathType "reg -> out" \
    cp_top_family "flip-flops" \
    slowest_stage "dfxtp_1" \
    finalClockPeriodUsage_pct 96.08 \
    status "finished, final reports clean" \
]
==> worst max path at each step <==
stage               from         end  slack [ns]  depth (start not counted)
finish         busOut[4]   busOut[4]        0.04                          1
global route  busOut[27]  busOut[27]       0.004                          1
CTS           busOut[13]  busOut[13]      0.0003                          1
==> power breakdown <==
group	switching, mW	internal, mW	leakage [nW]
sequential	0.0233	1.38	0.270
combinational	0.120	0.457	0.667
clock	0.518	0.737	0.0541
==> cells by family (layout without fill, tap and decap cells) <==
logic type | after synthesis | count (layout) | share of synthesized area, %
buffers and inverters | 4 | 108 | 6.019
DFF | 32 | 32 | 54.07
muxes | 32 | 32 | 39.92
==> what timing repair did <==
action                                 CTS  global route
resized                                 81            25
setup endpoints to repair               32            17
hold buffers                             0             0
setup buffers                            0             0
endpoints found under the hold margin    0             0
==> final cells by class <==
cell class / instances / share of cell area, %
clock inverter: 3 / 1.850
timing repair buffer: 100 / 38.85
tap: 133 / 7.236
sequential: 32 / 28.51
clock buffer: 5 / 2.992
multi-input combinational: 32 / 20.57
==> cells in the mapped netlist <==
| cell type | instances | area share, % |
|---|---|---|
| buf_12 | 3 | 5.1 |
| buf_6 | 1 | 0.95 |
| dfxtp_1 | 32 | 54 |
| mux2_2 | 2 | 1.9 |
| mux2_4 | 30 | 38 |
==> per-stage QoR <==
stage	area, um^2	instances
floorplan	1185	68
global placement	2293	297
detailed placement	2293	297
CTS	2375	305
global route	2300	305
finish	2300	305
==> metal layers <==
metal  up-vias  share of wire (%)  GRT usage (%)
li1        437                  -              -
met1       382                 41          6.082
met2        62                 43          7.789
met3         2                 15          3.023
met4         0               0.44         0.5279
met5         -                  0              0
No activity file was given, so power comes from the tool's default toggle rates.
